<file path="./config.mk">
export PLATFORM = sky130hd
export DESIGN_NAME = Randomizer
export DESIGN_NICKNAME = Randomizer
export VERILOG_FILES = /design/flow/design.v
export SDC_FILE = /design/flow/constraint.sdc
export NUM_CORES = 4
export LEC_CHECK = 1
export CORE_AREA = 10 10 112 112
export DIE_AREA = 0 0 122 122
</file>
<file path="./constraint.sdc">
current_design Randomizer

set clk_period 1.6
set clk_io_pct 0.2

create_clock -name clk0 -period $clk_period [get_ports {clk}]

set non_clock_inputs [all_inputs -no_clocks]
set_input_delay [expr $clk_period * $clk_io_pct] -clock clk0 $non_clock_inputs
set_output_delay [expr $clk_period * $clk_io_pct] -clock clk0 [all_outputs]
</file>
<file path="./design.v">
module Randomizer(input clk, input reset,input load,input wire[15:1] seed,
		input enable, input d,output reg q,output reg[15:1]check);
reg [15:1] r_reg;
reg[15:1] r_next;
reg out;
initial begin 
r_reg=15'b011011100010101;
end 
always @(posedge clk) 
begin
	check=r_reg;
	if(load)
	begin
		r_reg=seed;
	end
	if(reset)
	begin
		r_reg=15'b011011100010101;
	end
	if(enable)
	begin 
		out=r_reg[2]^r_reg[1];
		r_next={out,r_reg[15:2]};
		r_reg<=r_next;
	end
	q=out^d; 
end
endmodule
</file>
<file path="./run.sh">
#!/bin/bash
# OpenROAD 26Q1-2900-gdf79404cd8, Yosys 0.63+post, stock flow scripts
make -C /OpenROAD-flow-scripts/flow DESIGN_CONFIG=/design/flow/config.mk WORK_HOME=/design/flow/orfs finish
</file>
==> run notes <==
flow finished, numbers: gr busiest metal=met2, Pre-Place Util=11.1%, DRT Pass-1 Iters=4, vias in the first global route=899, Setup WS post-layout=0.0825 ns, initial antenna violation count=0, vias=879, Max Slew Vio Count=0, DRC viols=0, flop2flop setup slack=0.41 ns, P_leak=0.000728 uW, R2R Path Start=r_reg[9], fin crit share=94.8%, First DRT Iteration DRCs=45, fillers=1120, CTS hold repair buffers=0, Clk pin slew, worst setup/hold paths=0.07 ns, Final min period=1.52 ns, Root Buffer=clkbuf_8, clk buf depth=2, # clock sinks=32, flops out of synthesis=32, element type at the critical path start=primary input, worst hold stages=0, Rows=37, first-pass GRT wire length=4.97 mm, core footprint=0.0102 sq mm, RSZ-0062 raised after global routing=no, Core Util, Final=18.1%, Post-CTS Resized=0, ant diodes=0, M1 GR Usage=5.39%, via/cell ratio=3.13, die height=122 um, Detail Placement HPWL=2.55 mm, Hold Path Class=flop to flop, layout cell share with drive strength beyond 1=22.1%, Setup crit end kind=flop, highest clock rate=659 MHz, wire length per cell after detailed routing=11.5 um, worst-path fanout max=11, total gr overflow=0, H-tree Lvls=2, pwr dens=1000 mW/mm^2, Worst Tran Pin Value=0.351 ns, Die X=122 um, synthesized cell area=0.00113 sq mm, Total Wirelength=3.22 mm, Yosys Instances=91, WHS Endpoint=check[7], synthesis area per yosys=0.00113 sq mm, CTS buffer count=5, Die Footprint=0.0149 sq mm, M2 GR Usage=6.59%, status=finished, final reports clean, Design Power=1850 uW, Avg Inst Size Synth=12.4 sq um, kind of critical path=primary input to flop, post-CTS setup buffer count=0, total track usage=4.35%, area delta synth->final=63.7%, met3 GRT Util=2.58%, yosys warns=1, GPL Wtd Cong=0.735, endpoints failing setup=0, Setup Skew=0.00607 ns, Late-Pin Clk Latency=0.28 ns, HP Start=r_reg[7], Rel. slew slack=76.5%, Post-Synthesis Cells=91, tool warnings=25, largest net degree at the start of global routing=14, number of routed nets with antenna violations=0, Worst Path Required=1.78 ns, WP data arrival=1.70 ns, Ports=36, Post-synth seq share=56.6%, IO Port Bufs=35, worst-case reg-to-reg path depth=2, reg-to-reg endpoint=r_reg[9], Max-cap violations=0, Max VDD drop=0.344 mV, Final Hold Viols=0, distinct cell type count after synthesis=25, dpl ws=-0.243 ns, CTS tree=yes
worst max-delay path, cell delays in order:
cell	delay, ns
clkdlybuf4s50_1	0.51
buf_4	0.22
buf_12	0.13
mux2i_1	0.24
nand2_1	0.09
a21o_1	0.17
layout make-up:
type	count	area [sq um]	area share (%)
Clock buffer	7	86.3	4.66
Clock inverter	1	7.51	0.405
Inverter	1	3.75	0.203
Multi-Input combinational cell	53	458	24.7
Sequential cell	32	641	34.6
Tap cell	136	170	9.19
Timing Repair Buffer	51	485	26.2
cell usage after synthesis, drive strengths merged:
cell type | n | share of area [%]
dfxtp | 32 | 57
mux2i | 13 | 12
a211oi | 5 | 3.3
nor2 | 5 | 1.7
o21a | 4 | 2.7
a21oi | 3 | 1.3
a2bb2oi | 3 | 2.3
buf | 3 | 2.4
or2 | 3 | 1.7
a22oi | 2 | 1.3
and2b | 2 | 1.5
clkbuf | 2 | 0.77
mux4 | 2 | 4.6
nand2 | 2 | 0.66
xnor2 | 2 | 1.5
a21boi | 1 | 0.66
a21o | 1 | 0.66
a221oi | 1 | 1.3
and3b | 1 | 1.1
clkinv | 1 | 0.33
nor3b | 1 | 0.66
o21ai | 1 | 0.44
xor2 | 1 | 0.77
layer usage:
| layer | wire, um | up-vias |
|---|---|---|
| li1 | - | 438 |
| met1 | 1430 | 406 |
| met2 | 1420 | 30 |
| met3 | 339 | 5 |
| met4 | 26 | 0 |
| met5 | 0 | - |
stage by stage:
step           hold WS, ns  TNS [ns]  instances  instance area, sq um
5_1_grt              0.359         0        281                  1850
3_3_place_gp         0.337     -2.73        273                  1750
6_report             0.348         0        281                  1850
2_1_floorplan        0.325         0         91                  1130
3_5_place_dp         0.336     -2.80        273                  1750
4_1_cts              0.352         0        281                  1840
worst max-delay path by stage:
stage,startpoint,endpoint,cells after the start
4_1_cts,load,r_reg[2],5
5_1_grt,load,r_reg[4],6
6_report,load,r_reg[13],6
layout by cell type (no fill, tap or decap), types with 2 or more instances in the layout:
cell type / Yosys / layout
or2_2: 3 / 3
buf_4: 0 / 15
nor2_1: 5 / 4
clkbuf_8: 0 / 6
a22oi_1: 2 / 2
and2b_2: 2 / 2
dfxtp_1: 32 / 32
clkdlybuf4s50_1: 0 / 34
a211oi_1: 5 / 4
a21oi_1: 3 / 3
a2bb2oi_1: 3 / 3
mux2i_1: 13 / 13
xnor2_1: 2 / 2
o21a_1: 4 / 4
nand2_1: 2 / 2
mux4_1: 2 / 2
where the power goes:
| part | internal, uW | switching, uW |
|---|---|---|
| clock network | 349 | 295 |
| logic | 203 | 96.6 |
| registers | 878 | 32.4 |
logic make-up (layout without fill, tap and decap cells):
logic type,Yosys count,in the layout,share of synthesized area [%]
and+or+nand+nor,14,14,7.30
AOI/OAI and AO/OA,21,21,14.0
muxes,15,15,16.1
DFF,32,32,56.6
xor gates and xnor gates,3,3,2.32
buffers and inverters,6,60,3.54
No activity file was given, so power comes from the tool's default toggle rates.
